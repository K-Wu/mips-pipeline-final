## ./constraint.sdc

```tcl
current_design ROM5

set clk_period 3.9
set clk_io_pct 0.2

create_clock -name clk0 -period $clk_period

set non_clock_inputs [all_inputs -no_clocks]
set_input_delay [expr $clk_period * $clk_io_pct] -clock clk0 $non_clock_inputs
set_output_delay [expr $clk_period * $clk_io_pct] -clock clk0 [all_outputs]
```

## ./run.sh

```bash
#!/bin/bash
# OpenROAD 26Q1-2900-gdf79404cd8, Yosys 0.63+post, stock flow scripts
make -C /OpenROAD-flow-scripts/flow DESIGN_CONFIG=/design/flow/config.mk WORK_HOME=/design/flow/orfs finish
```

## ./design.v

```verilog
`timescale 1ns/1ps
module ROM5 (addr,data);
input [30:0] addr;
output [31:0] data;
localparam ROM_SIZE = 256;
(* rom_style = "distributed" *) reg [31:0] ROMDATA[ROM_SIZE-1:0];
assign data=(addr[30:2] < ROM_SIZE)?ROMDATA[addr[30:2]]:32'b0;
integer i;
initial begin
ROMDATA[0] <= 32'h0800006d; 
ROMDATA[1] <= 32'h08000069; 
ROMDATA[2] <= 32'h08000003; 
ROMDATA[3] <= 32'h3c194000; 
ROMDATA[4] <= 32'h8f310008; 
ROMDATA[5] <= 32'h32380004; 
ROMDATA[6] <= 32'h3231fff9; 
ROMDATA[7] <= 32'haf310008; 
ROMDATA[8] <= 32'h17000012; 
ROMDATA[9] <= 32'h8f310020; 
ROMDATA[10] <= 32'h322f0008; 
ROMDATA[11] <= 32'h3231fff0; 
ROMDATA[12] <= 32'haf310020; 
ROMDATA[13] <= 32'h15e00054; 
ROMDATA[14] <= 32'h10020002; 
ROMDATA[15] <= 32'haf220018; 
ROMDATA[16] <= 32'h20020000; 
ROMDATA[17] <= 32'h8f310008; 
ROMDATA[18] <= 32'h20180002; 
ROMDATA[19] <= 32'h02388825; 
ROMDATA[20] <= 32'haf310008; 
ROMDATA[21] <= 32'h8f310020; 
ROMDATA[22] <= 32'h20180003; 
ROMDATA[23] <= 32'h02388825; 
ROMDATA[24] <= 32'haf310020; 
ROMDATA[25] <= 32'h235afffc; 
ROMDATA[26] <= 32'h03400008; 
ROMDATA[27] <= 32'h8f320014; 
ROMDATA[28] <= 32'h324f0f00; 
ROMDATA[29] <= 32'h200a0700; 
ROMDATA[30] <= 32'h20090b00; 
ROMDATA[31] <= 32'h11ea000a; 
ROMDATA[32] <= 32'h200a0b00; 
ROMDATA[33] <= 32'h20090d00; 
ROMDATA[34] <= 32'h11ea0009; 
ROMDATA[35] <= 32'h200a0d00; 
ROMDATA[36] <= 32'h20090e00; 
ROMDATA[37] <= 32'h11ea0009; 
ROMDATA[38] <= 32'h20090700; 
ROMDATA[39] <= 32'h30ce00f0; 
ROMDATA[40] <= 32'h000e7102; 
ROMDATA[41] <= 32'h08000031; 
ROMDATA[42] <= 32'h30ce000f; 
ROMDATA[43] <= 32'h08000031; 
ROMDATA[44] <= 32'h30ee00f0; 
ROMDATA[45] <= 32'h000e7102; 
ROMDATA[46] <= 32'h08000031; 
ROMDATA[47] <= 32'h30ee000f; 
ROMDATA[48] <= 32'h08000031; 
ROMDATA[49] <= 32'h200d0000; 
ROMDATA[50] <= 32'h200c00c0; 
ROMDATA[51] <= 32'h11ae002b; 
ROMDATA[52] <= 32'h200d0001; 
ROMDATA[53] <= 32'h200c00f9; 
ROMDATA[54] <= 32'h11ae0028; 
ROMDATA[55] <= 32'h200d0002; 
ROMDATA[56] <= 32'h200c00a4; 
ROMDATA[57] <= 32'h11ae0025; 
ROMDATA[58] <= 32'h200d0003; 
ROMDATA[59] <= 32'h200c00b0; 
ROMDATA[60] <= 32'h11ae0022; 
ROMDATA[61] <= 32'h200d0004; 
ROMDATA[62] <= 32'h200c0099; 
ROMDATA[63] <= 32'h11ae001f; 
ROMDATA[64] <= 32'h200d0005; 
ROMDATA[65] <= 32'h200c0092; 
ROMDATA[66] <= 32'h11ae001c; 
ROMDATA[67] <= 32'h200d0006; 
ROMDATA[68] <= 32'h200c0082; 
ROMDATA[69] <= 32'h11ae0019; 
ROMDATA[70] <= 32'h200d0007; 
ROMDATA[71] <= 32'h200c00f8; 
ROMDATA[72] <= 32'h11ae0016; 
ROMDATA[73] <= 32'h200d0008; 
ROMDATA[74] <= 32'h200c0080; 
ROMDATA[75] <= 32'h11ae0013; 
ROMDATA[76] <= 32'h200d0009; 
ROMDATA[77] <= 32'h200c0090; 
ROMDATA[78] <= 32'h11ae0010; 
ROMDATA[79] <= 32'h200d000a; 
ROMDATA[80] <= 32'h200c0088; 
ROMDATA[81] <= 32'h11ae000d; 
ROMDATA[82] <= 32'h200d000b; 
ROMDATA[83] <= 32'h200c0083; 
ROMDATA[84] <= 32'h11ae000a; 
ROMDATA[85] <= 32'h200d000c; 
ROMDATA[86] <= 32'h200c00c6; 
ROMDATA[87] <= 32'h11ae0007; 
ROMDATA[88] <= 32'h200d000d; 
ROMDATA[89] <= 32'h200c00a1; 
ROMDATA[90] <= 32'h11ae0004; 
ROMDATA[91] <= 32'h200d000e; 
ROMDATA[92] <= 32'h200c0086; 
ROMDATA[93] <= 32'h11ae0001; 
ROMDATA[94] <= 32'h200c008e; 
ROMDATA[95] <= 32'h01899020; 
ROMDATA[96] <= 32'haf320014; 
ROMDATA[97] <= 32'h08000011; 
ROMDATA[98] <= 32'h10800004; 
ROMDATA[99] <= 32'h10a00001; 
ROMDATA[100] <= 32'h08000011; 
ROMDATA[101] <= 32'h8f25001c; 
ROMDATA[102] <= 32'h08000011; 
ROMDATA[103] <= 32'h8f24001c; 
ROMDATA[104] <= 32'h08000011; 
ROMDATA[105] <= 32'h08000069; 
ROMDATA[106] <= 32'h001ff840; 
ROMDATA[107] <= 32'h001ff842; 
ROMDATA[108] <= 32'h03e00008; 
ROMDATA[109] <= 32'h0c00006a; 
ROMDATA[110] <= 32'h3c194000; 
ROMDATA[111] <= 32'haf200008; 
ROMDATA[112] <= 32'h3c18ffff; 
ROMDATA[113] <= 32'h2018d8ef; 
ROMDATA[114] <= 32'haf380000; 
ROMDATA[115] <= 32'h3c18ffff; 
ROMDATA[116] <= 32'h2018ffff; 
ROMDATA[117] <= 32'haf380004; 
ROMDATA[118] <= 32'haf380014; 
ROMDATA[119] <= 32'h20180003; 
ROMDATA[120] <= 32'haf380008; 
ROMDATA[121] <= 32'h1080ffff; 
ROMDATA[122] <= 32'h10a0fffe; 
ROMDATA[123] <= 32'h00803020; 
ROMDATA[124] <= 32'h00a03820; 
ROMDATA[125] <= 32'h0085402a; 
ROMDATA[126] <= 32'h15000004; 
ROMDATA[127] <= 32'h00852022; 
ROMDATA[128] <= 32'h1480fffc; 
ROMDATA[129] <= 32'h00052020; 
ROMDATA[130] <= 32'h08000085; 
ROMDATA[131] <= 32'h00a42822; 
ROMDATA[132] <= 32'h14a0fff8; 
ROMDATA[133] <= 32'h00801020; 
ROMDATA[134] <= 32'haf22000c; 
ROMDATA[135] <= 32'haf220018; 
ROMDATA[136] <= 32'h20040000; 
ROMDATA[137] <= 32'h20050000; 
ROMDATA[138] <= 32'h20020000; 
ROMDATA[139] <= 32'h08000079; 
end
endmodule
```

## ./config.mk

```make
export PLATFORM = sky130hd
export DESIGN_NAME = ROM5
export DESIGN_NICKNAME = ROM5
export VERILOG_FILES = /design/flow/design.v
export SDC_FILE = /design/flow/constraint.sdc
export NUM_CORES = 4
export LEC_CHECK = 1
export CORE_UTILIZATION = 30
export SYNTH_MEMORY_MAX_BITS = 65536
```

==> impl_metrics.py <==
# Flow results
metrics = {
    "synth": {
        "avgSynthCellArea_um2": 6.244,
        "ys_seq_share_pct": 0,
        "top_cells_by_count": "nand2_1 (63), a21oi_1 (61), o21ai_0 (61), buf_2 (44), nor2_1 (44)",
        "synth_top_cell_by_count": "nand2_1",
        "top_cells_by_area": "a21oi_1 (7.6%), o21ai_0 (7.6%), nand2_1 (5.9%)",
        "yosys.area.top_type": "a21oi_1",
        "synth_top_area_share_pct": 7.627,
        "ys_cells": 641,
        "syn_area_mm2": 0.004003,
        "yosysChipArea_mm2": 0.004003,
        "yosysWarnings": 1,
        "synth_cells": 641,
        "synthDistinctLibCells": 67,
    },
    "layout": {
        "fill_cells": 1268,
        "drive_gt1_share_pct": 31.71,
        "synthToLayoutAreaGrowth_pct": 58.14,
        "seqCellArea_um2": 0,
        "logic_area_mm2": 0.003739,
        "clkbuf_count": 0,
        "final_area_mm2": 0.006330,
        "numSequentialCells": 0,
    },
    "job": {
        "maxCapViolCount": 0,
        "log.warning_count": 44,
    },
    "setup_path": {
        "cp_top_family": "buffers and inverters",
        "cp.required_ns": 3.12,
        "crit_buf_inv": 5,
        "arrival_ns": 3.08,
        "crit_chain": "buf_4 -> clkinv_4 -> ha_4 -> buf_12 -> buf_4 -> nor2b_1 -> a21o_1 -> a21oi_1 -> a221o_1 -> a31oi_1 -> clkdlybuf4s50_1",
        "cp_max_fo": 10,
        "startpoint_type": "input port",
        "cp_common_cell": "buf_4",
        "critPathMaxStageDelay_ns": 0.48,
        "critPathKind": "input port to primary output",
        "slowest_stage": "clkdlybuf4s50_1",
        "crit_path_end_kind": "primary output",
    },
    "outcome": {
        "outcome": "complete, no violations",
    },
    "routing": {
        "drt_pass1_iterations": 6,
        "drtAntennaViolNets": 0,
        "routed_via_density": 6.506,
        "drc": 0,
        "wl_per_cell_um": 27.12,
        "dr_total_vias": 6454,
        "drt_iter0_markers": 873,
        "num_antenna_cells": 0,
        "drt-total-wl_um": 26910,
    },
    "cts": {
        "cts_hold_buf": 0,
    },
    "placement": {
        "place.gp.congestion": 1.065,
        "dp_hpwl_um": 20480,
        "io_buffers": 60,
        "place_area_mm2": 0.005987,
    },
    "die": {
        "die_x_um": 117.5,
        "io_pins": 63,
        "dieArea_mm2": 0.01381,
        "core_area_mm2": 0.01282,
        "die_y_um": 117.5,
        "row_count": 41,
        "fp_util_pct": 31.21,
    },
    "power": {
        "vdd_drop_max_v": 0.0001016,
        "powerDensity_mw_per_mm2": 125.0,
        "p_leak_nw": 2.604,
        "finalPower_mw": 0.7914,
    },
    "sta": {
        "period_needed_ns": 3.857,
        "finalSetupViolCount": 0,
        "hold_violations": 0,
        "fmax_ghz": 0.2593,
        "tns_ns": 0,
        "worst_pin_slew_ns": 0.4983,
        "holdWs_ns": 2.352,
        "slew_headroom_pct": 66.43,
        "maxSlewViolCount": 0,
        "finalClockPeriodUsage_pct": 98.89,
    },
    "global_route": {
        "gr-total-overflow": 0,
        "antenna_found_initial": 0,
        "grt_pass1_wl_um": 39680,
        "track_usage_pct": 38.66,
        "grt_max_degree": 54,
        "grt_pass1_vias": 6164,
    },
    "hold_path": {
        "hp-class": "input port to primary output",
    },
}
-- routing by layer --
layer  part of all wire (%)  routed length (um)  up-vias  global-route usage, %
met5                      0                   0        -                      0
met4                    5.8                1571        0                  17.95
met3                     11                3027       97                  7.658
met2                     43               11650      498                  58.65
met1                     40               10650     3044                  52.79
li1                       -                   -     2815                      -
-- final timing paths --
kind / startpoint / endpoint / slack (ns) / depth (start not counted)
min: addr[5] / data[0] / 2.35 / 4
max: addr[2] / data[28] / 0.04 / 11
-- cells by family (layout without fill, tap and decap cells) --
kind of cell    Yosys count  count (layout)  share of synthesized area, %
xor+xnor                  1               1                        0.2189
other cells               1               1                       0.09369
buf+inv                  98             277                         11.78
mux                      21              21                         7.596
fa+ha+maj                12              12                         3.751
simple gates            215             215                         26.42
compound gates          293             293                         50.14
-- per-stage QoR --
| step | util, % | instances | worst slack, ns |
|---|---|---|---|
| 2_1_floorplan | - | 641 | 0.2307 |
| 3_3_place_gp | 46.68 | 983 | -0.6683 |
| 3_5_place_dp | 46.68 | 983 | -0.6647 |
| 4_1_cts | 48.00 | 988 | 0.003311 |
| 5_1_grt | 49.36 | 992 | -0.04504 |
| 6_report | 49.36 | 992 | 0.04310 |
-- area by class of cell --
class / count / share of cell area (%)
tap: 172 / 3.400
inverter: 15 / 0.9686
timing repair buffer: 262 / 36.57
multi-input combinational: 543 / 59.06
-- worst min-delay path: stages --
cell and delay (ns):
buf_8 0.24, o211ai_1 0.15, o311a_1 0.15, dlygate4sd2_1 0.24
-- where the power goes --
| part | switching [mW] | total [mW] | internal [mW] |
|---|---|---|---|
| registers | 0 | 0 | 0 |
| clock network | 0 | 0 | 0 |
| logic | 0.447 | 0.791 | 0.344 |
-- placed cells by master (no fill, tap or decap), drive strengths merged, types with 8 or more instances in the layout --
| master | n |
|---|---|
| o221ai | 8 |
| inv | 10 |
| nor2 | 45 |
| a211o | 9 |
| ha | 12 |
| buf | 207 |
| nand2 | 63 |
| o211ai | 15 |
| nand2b | 28 |
| nor2b | 21 |
| o21ai | 61 |
| clkdlybuf4s50 | 51 |
| o311a | 12 |
| nand3 | 20 |
| a31oi | 23 |
| nor3 | 9 |
| o31ai | 8 |
| a21oi | 61 |
| a211oi | 21 |
| mux2i | 10 |
-- timing repair --
action / 4_1_cts / 5_1_grt
resized: 44 / 29
pin swaps: 11 / 17
gates cloned: 0 / 1
buffers inserted: 5 / 3
endpoints found under the setup margin: 31 / 20
Power and IR drop assume default switching activity.
