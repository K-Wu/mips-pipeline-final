==> ./design.v <==
`timescale 1ns/1ps
module ROM (addr,data);
input [30:0] addr;
output [31:0] data;
localparam ROM_SIZE = 32;
(* rom_style = "distributed" *) reg [31:0] ROMDATA[ROM_SIZE-1:0];
assign data=(addr < ROM_SIZE)?ROMDATA[addr[30:2]]:32'b0;
integer i;
initial begin
		ROMDATA[0] <= 32'h00000000;
		ROMDATA[1] <= 32'h00000000;
		ROMDATA[2] <= 32'h00000000;
		ROMDATA[3] <= 32'h00000000;
		ROMDATA[4] <= 32'h00000000;
		ROMDATA[5] <= 32'h3c114000;
		ROMDATA[6] <= 32'h26310004;
		ROMDATA[7] <= 32'h241000aa;
		ROMDATA[8] <= 32'hae200000;
		ROMDATA[9] <= 32'h08100000;
		ROMDATA[10] <= 32'h0c000000;
		ROMDATA[11] <= 32'h00000000;
		ROMDATA[12] <= 32'h3402000a;
		ROMDATA[13] <= 32'h0000000c;
		ROMDATA[14] <= 32'h0000_0000;
		ROMDATA[15]<= 32'h0274_8825;
		ROMDATA[16] <= 32'h0800_0015;
		ROMDATA[17] <= 32'h0274_8820;
		ROMDATA[18] <= 32'h0800_0015;
		ROMDATA[19] <= 32'h0274_882A;
		ROMDATA[20] <= 32'h1011_0002;
		ROMDATA[21] <= 32'h0293_8822;
		ROMDATA[22] <= 32'h0800_0015;
		ROMDATA[23] <= 32'h0274_8822;
		ROMDATA[24] <= 32'h0800_0015; 
		ROMDATA[25] <= 32'h0274_8824;
		ROMDATA[26] <= 32'hae11_0003;
		ROMDATA[27] <= 32'h0800_0001;
	    for (i=28;i<ROM_SIZE;i=i+1) begin
            ROMDATA[i] <= 32'b0;
        end
end
endmodule
==> ./run.sh <==
#!/bin/bash
# OpenROAD 26Q1-2900-gdf79404cd8, Yosys 0.63+post, stock flow scripts
make -C /OpenROAD-flow-scripts/flow DESIGN_CONFIG=/design/flow/config.mk WORK_HOME=/design/flow/orfs finish
==> ./config.mk <==
export PLATFORM = sky130hd
export DESIGN_NAME = ROM
export DESIGN_NICKNAME = ROM
export VERILOG_FILES = /design/flow/design.v
export SDC_FILE = /design/flow/constraint.sdc
export NUM_CORES = 4
export LEC_CHECK = 1
export CORE_AREA = 10 10 70 70
export DIE_AREA = 0 0 80 80
==> ./constraint.sdc <==
current_design ROM

set clk_period 2.6
set clk_io_pct 0.2

create_clock -name clk0 -period $clk_period

set non_clock_inputs [all_inputs -no_clocks]
set_input_delay [expr $clk_period * $clk_io_pct] -clock clk0 $non_clock_inputs
set_output_delay [expr $clk_period * $clk_io_pct] -clock clk0 [all_outputs]
==> flow_summary_export.csv <==
group,metric,value,unit
critical_path,critical_path_required,2080,ps
synthesis,yosys.area.top_type_share,0.224,
synthesis,synth.yosys.num_cells,84,
die,core_area,3420,um^2
power_and_ir_drop,seqPwrFrac,0,
timing,maxSlewViolCount,0,
critical_path,type_of_the_worst_setup_path,"in -> out",
synthesis,common_cells,"19 x sky130_fd_sc_hd__buf_4, 6 x sky130_fd_sc_hd__ha_1, 6 x sky130_fd_sc_hd__nor3_1, 5 x sky130_fd_sc_hd__nor2b_1, 5 x sky130_fd_sc_hd__nor3_2",
die,die-height,80,um
timing,timing.setup.tns,0,ps
synthesis,yosysUniqueCellTypes,29,
die,io_pins,63,
global_routing,grt_start_max_net_pins,13,
placed_design,placed_area,1140,um^2
synthesis,synth.most_common_cell,"sky130_fd_sc_hd__buf_4",
run,openroad_warning_count,39,
status,status,"finished clean",
critical_path,maximum_fanout_count_along_the_critical_path,7,
synthesis,synth.cell_area,636,um^2
global_routing,grt_remaining_overflow,0,
synthesis,post_synth.cell_area_avg,7.57,um^2
power_and_ir_drop,switching_part_of_the_total_power,0.435,
detailed_routing,vias_per_cell,3.94,
synthesis,syn_inst,84,
detailed_routing,routed_wl,2.47,mm
timing,timing.fmax,395,MHz
die,initial_utilization,0.186,
layout,flip_flops,0,
synthesis,synth_warnings,1,
synthesis,yosys-stat-area,636,um^2
die,dieArea,6400,um^2
detailed_routing,antenna_violating_nets_post_route,0,
power_and_ir_drop,netSwitchingPower,46.6,uW
synthesis,synth_top_cell_by_area,"sky130_fd_sc_hd__buf_4",
detailed_routing,drc_violation_count_after_routing,0,
die,rows,21,
power_and_ir_drop,internal_power,60.6,uW
detailed_routing,dr.first_iter.drc_count,28,
detailed_routing,detailed_routing_iterations_pass_1,3,
power_and_ir_drop,p_per_area,82.1,nW/um^2
synthesis,top_area_cells_in_the_synthesized_netlist,"sky130_fd_sc_hd__buf_4 22%, sky130_fd_sc_hd__ha_1 12%, sky130_fd_sc_hd__nor3_2 7.9%",
worst_hold_path,timing.hold.worst.class,"in -> out",
layout,syn2layout_area_growth,106,%
layout,register_area,0,um^2
global_routing,antenna_found_initial,0,
timing,period_used_share,0.974,
layout,logic_area,634,um^2
detailed_routing,insertedDiodeCount,0,
die,die_width,80,um
clocking,ctsHoldBuffers,0,
layout,clk_buffers,0,
critical_path,worst_setup_path_start_kind,"input pin",
layout,layout-drive-gt1-share,0.390,
critical_path,cp.arrival,2010,ps
synthesis,ys_seq_share,0,
power_and_ir_drop,combinationalPowerShare,1.000,
global_routing,globalRouteTotalUtil,0.0702,
critical_path,setup.worst_path.end_class,"output pin",
timing,period_minus_slack,2530,ps
timing,endpoints_failing_setup,0,
power_and_ir_drop,vdd.ir_drop.worst,0.0000262,V
detailed_routing,avgRoutedWirePerCell,12.9,um
run,drv_cap,0,
placed_design,place_congestion,0.870,
layout,filler_cell_count,365,
placed_design,dp.final_hpwl,1.92,mm
global_routing,grt_first_pass_wirelength,3.83,mm
timing,timing.final.hold_violations,0,
power_and_ir_drop,power_frac_clock,0,
global_routing,first_global_vias,823,
power_and_ir_drop,p_leak,0.000618,uW
detailed_routing,routed-via-count,756,
layout,design_area,1310,um^2
placed_design,portBuffers,43,
[power groups by stage]
stage	clock [uW]	combinational, uW	sequential, uW
CTS	0	101	0
global route	0	118	0
finish	0	107	0
[kinds of logic after synthesis]
logic type	count (synthesis)	synth area share
AOI/OAI and AO/OA	13	0.140
adders and majority gates	6	0.118
buffers and inverters	25	0.278
muxes	3	0.0531
other	1	0.00590
and+or+nand+nor	36	0.406
[layer usage]
metal | track usage | up-vias | share of wire
li1 | - | 390 | -
met1 | 0.0916 | 331 | 0.48
met2 | 0.119 | 35 | 0.44
met3 | 0.0193 | 0 | 0.077
met4 | 0 | 0 | 0
met5 | 0 | - | 0
[final timing paths]
path  startpoint        to  depth (start not counted)
max     addr[18]  data[21]                          7
min      addr[6]   data[5]                          4
[repair_timing]
| item | in CTS | in global routing |
|---|---|---|
| setup buffers | 10 | 0 |
| setup endpoints to repair | 14 | 14 |
| resized | 55 | 19 |
| gates cloned | 1 | 0 |
| pin swaps | 6 | 7 |
[metrics by stage]
stage	util	hold slack [ps]	setup WS, ps	power (uW)	std cells
6_report	0.382	1570	68.2	107	192
4_1_cts	0.363	1770	9.53	101	193
5_1_grt	0.382	1610	-7.58	118	192
2_1_floorplan	-	1190	791	53.1	101
3_5_place_dp	0.335	2170	-383	101	182
3_3_place_gp	0.335	2170	-359	101	182
[cells in the final DEF, fill, tap and decap left out, drive strengths merged, types with 2 or more instances in the layout]
cell type | Yosys | routed
buf | 23 | 32
conb | 1 | 18
dlygate4sd2 | 0 | 15
clkdlybuf4s50 | 0 | 13
nor3 | 11 | 11
ha | 6 | 6
nor4 | 6 | 6
dlymetal6s2s | 0 | 5
nor2b | 5 | 5
o21ai | 4 | 4
nand2 | 3 | 3
mux2 | 3 | 3
a21oi | 3 | 3
nor2 | 2 | 2
nor3b | 2 | 2
nand3b | 2 | 2
clkdlybuf4s15 | 0 | 2
inv | 2 | 2
a211oi | 2 | 2
[critical path, cell delays in order]
cell and delay [ps]:
sky130_fd_sc_hd__clkdlybuf4s50_1 430, sky130_fd_sc_hd__nor4_2 280, sky130_fd_sc_hd__nand3_1 140, sky130_fd_sc_hd__buf_6 170, sky130_fd_sc_hd__buf_12 140, sky130_fd_sc_hd__nor3_2 120, sky130_fd_sc_hd__dlygate4sd2_1 210
[final cells by class]
type | count | area share
Multi-Input combinational cell | 76 | 0.486
Inverter | 2 | 0.00575
Timing Repair Buffer | 68 | 0.465
Tap cell | 46 | 0.0441
Power figures rest on the tool's default switching activity, not on a simulated workload.
