## ./config.mk

```make
export PLATFORM = sky130hd
export DESIGN_NAME = DataMem
export DESIGN_NICKNAME = DataMem
export VERILOG_FILES = /design/flow/design.v
export SDC_FILE = /design/flow/constraint.sdc
export NUM_CORES = 4
export LEC_CHECK = 1
export CORE_UTILIZATION = 30
export SYNTH_MEMORY_MAX_BITS = 65536
```

## ./constraint.sdc

```tcl
current_design DataMem

set clk_period 31.6
set clk_io_pct 0.2

create_clock -name clk0 -period $clk_period [get_ports {clk}]

set non_clock_inputs [all_inputs -no_clocks]
set_input_delay [expr $clk_period * $clk_io_pct] -clock clk0 $non_clock_inputs
set_output_delay [expr $clk_period * $clk_io_pct] -clock clk0 [all_outputs]
```

## ./design.v

```verilog
`timescale 1ns/1ps
module DataMem (reset,clk,rd,wr,addr,wdata,rdata);
input reset,clk;
input rd,wr;
input [31:0] addr;	 
output [31:0] rdata;
input [31:0] wdata;
parameter RAM_SIZE = 256;
(* ram_style = "distributed" *) reg [31:0] RAMDATA [RAM_SIZE-1:0];
assign rdata=(rd && (addr < RAM_SIZE))?RAMDATA[addr[31:2]]:32'b0;
always@(posedge clk) begin
	if(wr && (addr < RAM_SIZE)) RAMDATA[addr[31:2]]<=wdata;
end
endmodule
```

## ./run.sh

```bash
#!/bin/bash
# OpenROAD 26Q1-2900-gdf79404cd8, Yosys 0.63+post, stock flow scripts
make -C /OpenROAD-flow-scripts/flow DESIGN_CONFIG=/design/flow/config.mk WORK_HOME=/design/flow/orfs finish
```

==> run_results.csv <==
group,metric,value,unit
status,status,"finished, final reports clean",
cts,htree_levels,4,
timing,rsz0062_at_grt,"false",
final_layout,final_common_cell,"edfxtp_1",
cts,path_clk_slew,0.06,ns
floorplan,io_pins,100,
floorplan,die_height,524.6,um
yosys,yosysCellCount,3279,
timing,min_period,18.49,ns
detailed_routing,firstDrtPassIters,5,
detailed_routing,via_per_inst,4.922,
floorplan,core,0.2712,sq mm
detailed_routing,drt_iter0_markers,2392,
run,tool_warnings,29,
timing,setup_tns,0,ns
power,power.leakage,28.61,nW
final_layout,drive_gt1_frac,0.3115,
final_layout,nFillCells,24280,
floorplan,rows,191,
critical_path,slowest_stage,"buf_4",
timing,fmax,54.10,MHz
power,powerDensity,59.88,mW/mm^2
timing,hold_slack,5.768,ns
detailed_routing,wl_per_cell,27.31,um
critical_path,cp.buffers_inverters,6,
global_route,grt_pass1_wl,289500,um
cts,cts_tree,"done",
global_route,grt_pass1_vias,40940,
cts,clock_sinks,2144,
yosys,synth-edff-count,2144,
critical_path,cpMostUsedCell,"buf_4",
critical_path,critPathArrivalTime,12.17,ns
timing,finalSetupViolCount,0,
floorplan,core_util_floorplan,0.3021,
timing,period_used_share,0.5850,
yosys,syn-cell-area,0.08194,sq mm
critical_path,crit_family,"buffers and inverters",
yosys,synth_flops,2144,
critical_path,critPathMaxStageDelay,0.73,ns
critical_path,path_cells,"buf_8 > buf_4 > buf_4 > buf_4 > buf_4 > mux4_2 > mux4_2 > nor2_1 > a21oi_1 > nor3_1 > a2111oi_0 > clkdlybuf4s50_1",
yosys,yosysChipArea,0.08194,sq mm
timing,slew_viol_final,0,
final_layout,area_growth,15.35,%
cts,cts_setup_buffers,0,
detailed_routing,num_vias,36360,
run,maxCapViolations,0,
cts,cts.hold.buffers_added,0,
yosys,ys_types,41,
detailed_routing,antenna_left,0,
yosys,async_reset_ff_frac,0,
yosys,synth_cells,3279,
cts,cts_buffers,200,
final_layout,lay_top_cells,"2144 x edfxtp_1, 659 x mux4_2, 203 x clkbuf_16",
yosys,yosysSeqAreaShare,0.7857,
place,io_buffers,96,
global_route,grt-ovfl-total,0,
critical_path,crit_type,"primary input to output pin",
critical_path,required,25.28,ns
timing,worst_pin_slew,1.036,ns
critical_path,cp-end-kind,"output pin",
cts,ctsResizeCount,0,
detailed_routing,wl,201800,um
floorplan,die-area,0.2752,sq mm
yosys,synth-warning-count,1,
power,ir_drop,0.05172,mV
final_layout,largest_register_ffs,2144,
global_route,antenna_found_initial,9,
cts,cts_root_buf,"clkbuf_16",
cts,cts_buffer_depth,3,
critical_path,cp_max_fo,58,
min_path,hp-class,"primary input to flop",
yosys,syn_avg_cell_area,24.99,sq um
place,gp_congestion,0.8813,
timing,slew_headroom,0.2893,
detailed_routing,drc,0,
critical_path,startpoint,"addr[2]",
floorplan,die_w,524.6,um
min_path,worstHoldStart,"wdata[16]",
global_route,grt_start_max_net_pins,76,
yosys,flop_cell,"edfxtp_1",
timing,final_hold_viol_count,0,
global_route,track_usage,0.1596,
critical_path,crit_path_start_kind,"primary input",
place,post-dp-hpwl,104900,um
## final cells by class
cell class / instances / area (sq um) / area share
clock buffers: 257 / 5283 / 0.05589
multi-input cells: 1046 / 17530 / 0.1855
repair buffers: 259 / 2086 / 0.02207
diodes: 4 / 10.01 / 0.0001059
clock inverters: 106 / 754.5 / 0.007982
flip-flops and latches: 2144 / 64380 / 0.6811
inverters: 2 / 7.507 / 0.00007942
well taps: 3570 / 4467 / 0.04726
## logic make-up after synthesis
| group | Yosys count | synth area share |
|---|---|---|
| flip-flops | 2144 | 0.7857 |
| AND-OR/OR-AND | 78 | 0.007024 |
| buffers and inverters | 184 | 0.01084 |
| other | 1 | 0.00004576 |
| multiplexers | 704 | 0.1867 |
| AND/OR/NAND/NOR | 168 | 0.009727 |
## path summary, 6_finish.rpt
kind,end,cells past startpoint
worst max-delay path,rdata[5],12
worst min-delay path,RAMDATA[20][16],1
## cells in the mapped netlist (2+ instances only)
cell type,number,area (sq um)
a211oi_1,52,390.4
nor4_1,7,43.79
buf_1,26,97.59
mux2i_1,42,420.4
mux2_2,3,33.78
nor2b_1,31,193.9
nand4_1,2,12.51
a2111oi_0,4,35.03
buf_6,9,101.4
a31oi_1,4,25.02
clkbuf_1,59,221.5
nand3_1,12,60.06
nor3_1,10,50.05
o32ai_1,2,17.52
a21oi_1,6,30.03
nand2_1,17,63.81
nor2_1,78,292.8
mux4_2,659,14840
buf_2,80,400.4
o22ai_1,3,18.77
buf_4,8,60.06
edfxtp_1,2144,64380
nor3b_1,3,22.52
## metal layers
metal  up-vias  share of wire  GRT usage
met1     18420           0.29     0.1592
met2      2634           0.48     0.2386
met5         -        0.00050   0.003117
li1      14990              -          -
met4        10          0.033    0.04237
met3       310           0.20     0.1463
## per-stage QoR
stage	power (mW)	std cells	setup WS, ns	instance area [sq um]	util
after floorplan	3.350	3374	16.96	82300	-
after global routing	5.836	7385	12.36	94510	0.3484
after detailed placement	3.472	7021	12.85	88470	0.3262
after CTS	5.711	7384	12.84	94510	0.3484
final	5.660	7388	13.11	94520	0.3485
after global placement	3.468	7021	12.68	88470	0.3262
## report_power, final
part | internal, mW | switching (mW) | total, mW
combinational | 0.105 | 0.159 | 0.264
clock | 1.25 | 1.01 | 2.25
sequential | 3.14 | 0.00217 | 3.14
No activity file was given, so power comes from the tool's default toggle rates.
